## run.sh

```bash
#!/bin/bash
# OpenROAD 26Q1-2900-gdf79404cd8, Yosys 0.63+post, stock flow scripts
make -C /OpenROAD-flow-scripts/flow DESIGN_CONFIG=/design/flow/config.mk WORK_HOME=/design/flow/orfs finish
```

## config.mk

```make
export PLATFORM = sky130hd
export DESIGN_NAME = RISC_CPU
export DESIGN_NICKNAME = RISC_CPU
export VERILOG_FILES = /design/flow/design.v
export SDC_FILE = /design/flow/constraint.sdc
export NUM_CORES = 4
export LEC_CHECK = 1
export CORE_UTILIZATION = 40
```

## constraint.sdc

```tcl
current_design RISC_CPU

set clk_period 3.3
set clk_io_pct 0.2

create_clock -name clk0 -period $clk_period [get_ports {clk}]

set non_clock_inputs [all_inputs -no_clocks]
set_input_delay [expr $clk_period * $clk_io_pct] -clock clk0 $non_clock_inputs
set_output_delay [expr $clk_period * $clk_io_pct] -clock clk0 [all_outputs]
```

## design.v

```verilog
module counter (
    input [12:0]        ir_addr     , 
    input               load        , 
    input               clk         , 
    input               rst         ,
    output  reg [12:0]  pc_addr      
);
    always @(posedge clk or posedge rst) begin
        if (rst) begin
            pc_addr <= 13'b0_0000_0000_0000     ;
        end else begin
            if (load) begin
                pc_addr <= ir_addr              ;
            end else begin
                pc_addr <= pc_addr + 1'b1       ;
            end
        end
    end
endmodule
module data_ctrl (
    input   [7:0]   data_in     , 
    input           data_ena    ,
    output  [7:0]   data_out    
);
    assign  data_out = (data_ena)?data_in:8'bzzzz_zzzz  ;
endmodule
module accum (
    input   clk     ,
    input   ena     , 
    input   rst     ,
    input        [7:0]   data    , 
    output  reg  [7:0]   accum
);
    always @(posedge clk ) begin
        if (rst) begin
            accum <= 8'h00      ;
        end else if (ena) begin
            accum <= data   ; 
        end 
    end 
endmodule
module adr (
    input           fetch   , 
    input [12:0]    ir_addr , 
    input [12:0]    pc_addr , 
    output  [12:0]  addr    
);
    assign addr = fetch?pc_addr:ir_addr ;
endmodule
module alu (
    input           clk             ,
    input           alu_ena         ,
    input   [2:0]   opcode          , 
    input   [7:0]   data            ,
    input   [7:0]   accum           ,
    output              zero        ,     
    output  reg [7:0]   alu_out      
);
    parameter HLT = 3'b000  , 
              SKZ = 3'b001  ,
              ADD = 3'b010  ,
              ANDD = 3'b011 ,
              XORR = 3'b100 ,
              LDA = 3'b101  ,
              STO = 3'b110  ,
              JMP = 3'b111  ;
    always @(posedge clk) begin
        if (alu_ena) begin
            casex (opcode)
                HLT: alu_out    <=  accum               ;
                SKZ: alu_out    <=  accum               ;
                ADD: alu_out    <=  data + accum        ;
                ANDD: alu_out   <=  data & accum        ;
                XORR: alu_out   <=  data ^ accum        ;
                LDA: alu_out    <=  data                ;
                STO: alu_out    <=  accum               ;
                JMP: alu_out    <=  accum               ;
                default: alu_out    <=  8'bxxxx_xxxx    ;
            endcase
        end
    end
    assign zero = !accum    ; 
endmodule
module register (
    input clk       ,
    input ena       , 
    input rst       ,
    input [7 : 0]   data    ,
    output reg [15:0] opc_iraddr
);
    reg state       ;
    always @(posedge clk ) begin
        if (rst) begin
            opc_iraddr <= 16'h0000      ;
            state <= 1'b0               ;
        end else if (ena) begin
            casex (state)
                1'b0:
                    begin
                        opc_iraddr[15 : 8] <= data      ;
                        state <= 1'b1                   ;
                    end 
                1'b1:
                    begin
                        opc_iraddr[7 : 0] <= data       ;
                        state <= 1'b0                   ;
                    end
                default: 
                    begin
                        opc_iraddr[15 : 0] <= 16'bxxxx_xxxx_xxxx_xxxx   ;
                        state <= 1'bx                                   ;
                    end
            endcase
        end else begin
            state <= 1'b0               ; 
        end 
    end
endmodule
module machine (
    input               clk         ,
    input               ena         , 
    input               zero        ,
    input   [2:0]       opcode      ,
    output  reg         inc_pc      , 
    output  reg         load_acc    , 
    output  reg         load_pc     , 
    output  reg         rd          ,
    output  reg         wr          ,
    output  reg         load_ir     , 
    output  reg         data_ctrl_ena   ,
    output  reg         halt          
);
    reg [2:0] state         ;
    parameter 
            HLT = 3'b000  , 
            SKZ = 3'b001  , 
            ADD = 3'b010  , 
            ANDD = 3'b011 , 
            XORR = 3'b100 , 
            LDA = 3'b101  , 
            STO = 3'b110  , 
            JMP = 3'b111  ; 
    always @(posedge clk ) begin
        if (!ena) begin
            state <= 3'b000     ;
            {inc_pc,load_acc,load_pc,rd} <= 4'b0000     ;
            {wr,load_ir,data_ctrl_ena,halt} <= 4'b0000  ;
        end else begin
            clt_cycle   ;
        end
    end
    task clt_cycle;
        begin
            casex (state)
                3'b000:  
                        begin
                            {inc_pc,load_acc,load_pc,rd} <= 4'b0001     ;
                            {wr,load_ir,data_ctrl_ena,halt} <= 4'b0100  ;
                            state <= 3'b001     ;
                        end
                3'b001:  
                        begin
                            {inc_pc,load_acc,load_pc,rd} <= 4'b1001     ;
                            {wr,load_ir,data_ctrl_ena,halt} <= 4'b0100  ;
                            state <= 3'b010     ;
                        end
                3'b010:  
                        begin
                            {inc_pc,load_acc,load_pc,rd} <= 4'b0000     ;
                            {wr,load_ir,data_ctrl_ena,halt} <= 4'b0000  ;
                            state <= 3'b011     ;
                        end
                3'b011: 
                        begin
                            if (opcode == HLT) begin
                                {inc_pc,load_acc,load_pc,rd} <= 4'b1000     ;
                                {wr,load_ir,data_ctrl_ena,halt} <= 4'b0001  ;
                            end else begin
                                {inc_pc,load_acc,load_pc,rd} <= 4'b1000     ;
                                {wr,load_ir,data_ctrl_ena,halt} <= 4'b0000  ;
                            end
                            state <= 3'b100     ;
                        end
                3'b100:  
                        begin
                            if (opcode == JMP) begin
                                {inc_pc,load_acc,load_pc,rd} <= 4'b0010     ; 
                                {wr,load_ir,data_ctrl_ena,halt} <= 4'b0000  ;
                            end else if (opcode == ADD || opcode == ANDD ||opcode ==XORR ||opcode == LDA) begin
                                {inc_pc,load_acc,load_pc,rd} <= 4'b0001     ; 
                                {wr,load_ir,data_ctrl_ena,halt} <= 4'b0000  ;
                            end else if (opcode == STO) begin
                                {inc_pc,load_acc,load_pc,rd} <= 4'b0000     ; 
                                {wr,load_ir,data_ctrl_ena,halt} <= 4'b0010  ;
                            end else begin
                                {inc_pc,load_acc,load_pc,rd} <= 4'b0000     ;
                                {wr,load_ir,data_ctrl_ena,halt} <= 4'b0000  ;
                            end    
                            state <= 3'b101    ;      
                        end
                3'b101:  
                        begin
                            if (opcode == ADD || opcode == ANDD ||opcode ==XORR ||opcode == LDA) begin
                                {inc_pc,load_acc,load_pc,rd} <= 4'b0101     ;
                                {wr,load_ir,data_ctrl_ena,halt} <= 4'b0000  ;
                            end else if (opcode == SKZ && zero == 1) begin
                                {inc_pc,load_acc,load_pc,rd} <= 4'b1000     ; 
                                {wr,load_ir,data_ctrl_ena,halt} <= 4'b0000  ;
                            end else if (opcode == JMP) begin
                                {inc_pc,load_acc,load_pc,rd} <= 4'b1010     ; 
                                {wr,load_ir,data_ctrl_ena,halt} <= 4'b0000  ;
                            end else if (opcode == STO) begin
                                {inc_pc,load_acc,load_pc,rd} <= 4'b0000     ; 
                                {wr,load_ir,data_ctrl_ena,halt} <= 4'b1010  ; 
                            end else begin                                    
                                {inc_pc,load_acc,load_pc,rd} <= 4'b0000     ;
                                {wr,load_ir,data_ctrl_ena,halt} <= 4'b0000  ;
                            end   
                            state <= 3'b110    ;       
                        end
                3'b110:  
                        begin
                            if (opcode == STO) begin 
                                {inc_pc,load_acc,load_pc,rd} <= 4'b0000     ;
                                {wr,load_ir,data_ctrl_ena,halt} <= 4'b0010  ;
                            end else if (opcode == ADD || opcode == ANDD ||opcode ==XORR ||opcode == LDA) begin
                                {inc_pc,load_acc,load_pc,rd} <= 4'b0001     ;
                                {wr,load_ir,data_ctrl_ena,halt} <= 4'b0000  ;
                            end else begin
                                {inc_pc,load_acc,load_pc,rd} <= 4'b0000     ;
                                {wr,load_ir,data_ctrl_ena,halt} <= 4'b0000  ;
                            end
                            state <= 3'b111    ;       
                        end
                3'b111:  
                        begin
                            if (opcode == SKZ && zero == 1) begin
                                {inc_pc,load_acc,load_pc,rd} <= 4'b1000     ;
                                {wr,load_ir,data_ctrl_ena,halt} <= 4'b0000  ;
                            end else begin
                                {inc_pc,load_acc,load_pc,rd} <= 4'b0000     ;
                                {wr,load_ir,data_ctrl_ena,halt} <= 4'b0000  ;
                            end 
                            state <= 3'b000    ;      
                        end
                default:
                        begin
                            {inc_pc,load_acc,load_pc,rd} <= 4'b0000     ;
                            {wr,load_ir,data_ctrl_ena,halt} <= 4'b0000  ;
                            state <= 3'b000     ;
                        end 
            endcase
        end
    endtask
endmodule
module machine_ctrl (
    input           clk     ,
    input           rst     ,
    input           fetch   , 
    output  reg     ena
);
    always @(posedge clk) begin
        if (rst) begin
            ena <= 1'b0 ; 
        end else if (fetch) begin
            ena <= 1'b1 ; 
        end
    end
endmodule
module clk_gen (
    input       clk                  ,
    input       reset                ,
    output reg  fetch                ,
    output reg  alu_ena               
);
    reg [7:0] state                  ;
    parameter S1 = 8'b00000001      ,
              S2 = 8'b00000010      ,
              S3 = 8'b00000100      ,
              S4 = 8'b00001000      ,
              S5 = 8'b00010000      ,
              S6 = 8'b00100000      ,
              S7 = 8'b01000000      ,
              S8 = 8'b10000000      ,
              IDLE = 8'b00000000    ;
    always @(posedge clk) begin
        if (reset) begin
            state <= IDLE           ;
            fetch <= 1'b0           ;
            alu_ena <= 1'b0         ;
        end else begin
            case (state)
                IDLE:
                    begin
                        state <= S1     ;
                    end
                S1:
                    begin
                        alu_ena <= 1'b1 ;
                        state   <= S2   ;
                    end 
                S2:
                    begin
                        alu_ena <= 1'b0 ;
                        state   <= S3   ;
                    end
                S3:
                    begin
                        fetch   <= 1'b1 ;
                        state   <= S4   ;
                    end
                S4:
                    begin
                        state   <= S5   ;
                    end
                S5:
                    begin
                        state   <= S6   ;
                    end
                S6:
                    begin
                        state   <= S7   ;
                    end
                S7:
                    begin
                        fetch   <= 1'b0 ;
                        state   <= S8   ;
                    end
                S8:
                    begin
                        state   <= S1   ;
                    end    
                default: state  <= IDLE ;
            endcase
        end
    end
endmodule
module RISC_CPU (
		input 				clk 	,
		input 				reset 	,
		output 	wire 		rd 		,
		output 	wire 		wr 		,
		output 	wire 		halt 	,
		output 	wire 	 	fetch 	,
		output 	wire [12:0]	addr 	,
		output 	wire [12:0]	ir_addr ,
		output 	wire [12:0]	pc_addr ,
		inout 	wire [7:0]	data 	,
		output 	wire [2:0]	opcode 	
);
		wire [7:0] alu_out 	; 
		wire [7:0] accum	;
		wire 	 	zero 		;
		wire 		inc_pc		;
		wire		load_acc	;
		wire 		load_pc		;
		wire		load_ir		;
		wire		data_ena	;
		wire 		contr_ena	;
		wire 		alu_ena		;
    clk_gen inst_clk_gen(
        .clk(clk)           ,
        .reset(reset)       ,
        .fetch(fetch)       ,
        .alu_ena(alu_ena)   
    );
    register inst_register(
        .clk(clk)           ,
        .rst(reset)         ,
        .data(data)         ,
        .ena(load_ir)       ,
        .opc_iraddr({opcode , ir_addr})
    );
    accum m_accum(
		.data  	(alu_out		),
		.ena 	(load_acc 		),
		.clk 	(clk 			),
		.rst 	(reset   		),
		.accum 	(accum 			)
		);
	alu m_alu(
		.data 		(data 		),
		.accum 		(accum 		),
		.clk 		(clk 		),
		.alu_ena 	(alu_ena 	),
		.opcode 	(opcode 	),
		.alu_out 	(alu_out 	),
		.zero 		(zero 		)
		);
	machine_ctrl m_machinectl(
		.clk 		(clk 		),
		.rst 		(reset 		),
		.fetch 		(fetch 		),
		.ena 		(contr_ena 	)
		);
	machine m_machine(
		.inc_pc 	(inc_pc 		),
		.load_acc 	(load_acc 		),
		.load_pc 	(load_pc 		),
		.rd 		(rd 			),
		.wr 		(wr 			),
		.load_ir 	(load_ir 		),
		.clk 		(clk 			),
		.data_ctrl_ena  (data_ena 		),
		.halt 		(halt 			),
		.zero 		(zero 			),
		.ena 		(contr_ena 		),
		.opcode	 	(opcode 		)
		);
	data_ctrl m_datactl(
		.data_in 		(alu_out 		),
		.data_ena 	    (data_ena 		),
		.data_out 		(data 			)
		);
	adr m_adr(
		.fetch  	(fetch 		),
		.ir_addr 	(ir_addr 	),
		.pc_addr 	(pc_addr 	),
		.addr 		(addr 		)
		);
	counter m_counter(
		.clk 		(inc_pc 	),
		.rst 		(reset 		),
		.ir_addr 	(ir_addr 	),
		.load 		(load_pc 	),
		.pc_addr 	(pc_addr 	)
		);	
endmodule
```

==> impl_metrics.tcl <==
# yosys + openroad results
set metrics [dict create \
    post_cts_buffers 0 \
    synth_chip_area_sq_um 3313 \
    ff_type "dfxtp_1" \
    cts.htree.levels 3 \
    cts.hold.buffers_added 0 \
    toolErrorMsg "[error] [KeplerFormal.cpp:679] Workflow failed: Iso has multiple drivers: .data0, data[0]$_DFFE_PP_.Q0" \
    clock_path_buffers 2 \
    lastStage "clock tree synthesis" \
    synth_top_area_share 0.3142 \
    row_count 32 \
    ys_cells 360 \
    cts_root_buffer "clkbuf_8" \
    die_width_um 93.01 \
    area_leaders "dfxtp_1, dfrtp_1, edfxtp_1" \
    async_reset_ff_frac 0.1781 \
    dp_hpwl_mm 5.242 \
    synth_cells 360 \
    ios 56 \
    ys.flops 73 \
    edf_count 8 \
    syn-cell-area_sq_um 3313 \
    synth_area_per_cell_sq_um 9.203 \
    pre_cts_slack_ns 0.8291 \
    port_buffers 47 \
    run_status "did not finish" \
    synth_cell_types 48 \
    unclocked_regs 13 \
    cts_buffers 9 \
    die_h_um 93.01 \
    routabilityCongestion 0.8574 \
    post_dp_cell_area_sq_um 3857 \
    ctsResizeCount 0 \
    untimed_endpoints 26 \
    fp-utilization 0.4201 \
    yosysTopAreaCell "dfxtp_1" \
    yosys_warnings 8 \
    synth-seq-area-share 0.4849 \
    dp.cells 494 \
]
[logic make-up after synthesis]
| group | count (synthesis) | synth area share |
|---|---|---|
| AND-OR/OR-AND | 67 | 0.1201 |
| XOR/XNOR | 13 | 0.03437 |
| adder cells (fa/ha/maj) | 10 | 0.04003 |
| buffers and inverters | 27 | 0.03210 |
| flip-flops | 73 | 0.4849 |
| multiplexers | 23 | 0.07440 |
| AND/OR/NAND/NOR | 147 | 0.2141 |
[cells in the mapped netlist (2+ instances only)]
library cell / n
and2_1: 9
or3_1: 3
mux2_2: 13
ha_1: 9
o21ai_0: 18
clkbuf_1: 12
o21ai_1: 2
nand2_1: 51
a32oi_1: 2
and3_2: 2
nor4_1: 3
a211oi_1: 5
dfrtp_1: 13
nand2b_1: 6
nand3_1: 17
o31a_1: 2
xor2_1: 4
nand4_1: 2
nor3_1: 6
dfxtp_1: 52
inv_1: 10
nor2_1: 30
xnor2_1: 9
a21oi_1: 25
mux2i_1: 10
o22ai_1: 4
buf_2: 4
edfxtp_1: 8
a21o_1: 2
nor2b_1: 9
[stage by stage]
stage	hold WS [ns]	utilization	power (W)
floorplan	0.3895	-	0.0008320
global placement	0.4005	0.4891	0.0008632
detailed placement	0.3972	0.4891	0.0008638
Power is estimated from default activity; no workload was simulated.
