**design/flow/run.sh**
```bash
#!/bin/bash
# OpenROAD 26Q1-2900-gdf79404cd8, Yosys 0.63+post, stock flow scripts
make -C /OpenROAD-flow-scripts/flow DESIGN_CONFIG=/design/flow/config.mk WORK_HOME=/design/flow/orfs finish
```
**design/flow/config.mk**
```make
export PLATFORM = sky130hd
export DESIGN_NAME = ram
export DESIGN_NICKNAME = ram
export VERILOG_FILES = /design/flow/design.v
export SDC_FILE = /design/flow/constraint.sdc
export NUM_CORES = 4
export LEC_CHECK = 1
export CORE_UTILIZATION = 40
export SYNTH_MEMORY_MAX_BITS = 65536
```
**design/flow/constraint.sdc**
```tcl
current_design ram

set clk_period 115.0
set clk_io_pct 0.2

create_clock -name clk0 -period $clk_period [get_ports {write}]

set non_clock_inputs [all_inputs -no_clocks]
set_input_delay [expr $clk_period * $clk_io_pct] -clock clk0 $non_clock_inputs
set_output_delay [expr $clk_period * $clk_io_pct] -clock clk0 [all_outputs]
```
**design/flow/design.v**
```verilog
module ram (
    input                       ena         ,
    input                       read        ,
    input                       write       ,
    inout   wire    [7:0]       data        ,
    input           [9:0]       addr        
);
    reg [7:0] ram[10'h3ff : 0];
    assign data = (read && ena )? ram[addr]:8'hzz; 
	always@(posedge write) begin
		ram[addr] <= data; 
	end
endmodule
```
==> impl_metrics.csv <==
group,metric,value,unit
synth,simple_gate_area_share,3.04,%
synth,yosysCellCount,16815,
synth,ys_sh_aoi,3.67,%
synth,netlist_logic_family_top,"multiplexers",
synth,top_cell_type_by_total_area_after_synthesis,"edfxtp_1",
synth,async_set_or_reset_register_ratio_after_synthesis,0,%
outcome,run_error,"[error] [KeplerFormal.cpp:679] Workflow failed: Iso has multiple drivers: .data5, place1357.X0",
outcome,status,"stopped before the end",
synth,synth_top_cell_by_count,"edfxtp_1",
synth,synth-edff-count,8192,
clock_tree,cts_resized,0,
die,die_height,892,µm
place,post_dp_hpwl,542000,µm
synth,yosys_most_used_dff,"edfxtp_1",
die,ioPinCount,21,
clock_tree,root_buffer,"clkbuf_16",
synth,synthDominantCellAreaShare,77.7,%
synth,synth_cell_types,63,
synth,leading_post_synthesis_cells_by_instance_count,"edfxtp_1 (8192), mux2i_1 (2759), nor2_1 (1517), o22ai_1 (986), mux4_2 (726)",
clock_tree,cts_made_buffers,802,
clock_tree,cts_sinks,8192,
clock_tree,clock_tree.buffer_depth,4,
clock_tree,clock_tree.htree_level_count,6,
place,io_buffers,10,
synth,synth_area,317000,µm²
outcome,failed_stage,"clock tree synthesis",
synth,synth.avg_cell_area,18.8,µm²
die,horizontal_die_size,892,µm
die,core.rowCount,326,
place,place.gp.congestion,0.926,
place,post-place-cells,26863,
die,fp-utilization,40.1,%
synth,yosys.area_share.adder,0,%
synth,synthXorXnorAreaFrac,0,%
synth,synth_flop_count,8192,
synth,yosys_area,317000,µm²
synth,synth_sequential_area_ratio,77.7,%
synth,synth.area.mux_share,14.0,%
clock_tree,cts.hold.buffers_added,0,
synth,ys_top_cells_by_area,"edfxtp_1 (78%), mux2i_1 (8.7%), mux4_2 (5.2%)",
clock_tree,post_cts_buffers,0,
synth,synthCells,16815,
synth,yosysWarnings,2,
## stage by stage
step / instance area [µm²] / setup WS, ns / total power, mW
3_5_place_dp: 330000 / 60.35 / 3.97
2_1_floorplan: 317000 / 51.79 / 3.89
3_3_place_gp: 330000 / 60.40 / 3.95
## logic make-up after synthesis
family / Yosys count
buf+inv: 1097
simple gates: 2253
mux: 3516
flops: 8192
compound gates: 1757
No activity file was given, so power comes from the tool's default toggle rates.
